<file path="flow/run.sh">
#!/bin/bash
# OpenROAD 26Q1-2900-gdf79404cd8, Yosys 0.63+post, stock flow scripts
make -C /OpenROAD-flow-scripts/flow DESIGN_CONFIG=/design/flow/config.mk WORK_HOME=/design/flow/orfs finish
</file>
<file path="flow/config.mk">
export PLATFORM = sky130hd
export DESIGN_NAME = pipelined_8bit_adder
export DESIGN_NICKNAME = pipelined_8bit_adder
export VERILOG_FILES = /design/flow/design.v
export SDC_FILE = /design/flow/constraint.sdc
export NUM_CORES = 4
export LEC_CHECK = 1
export CORE_UTILIZATION = 40
</file>
<file path="flow/constraint.sdc">
current_design pipelined_8bit_adder

set clk_period 5.9
set clk_io_pct 0.2

create_clock -name clk0 -period $clk_period [get_ports {clk}]

set non_clock_inputs [all_inputs -no_clocks]
set_input_delay [expr $clk_period * $clk_io_pct] -clock clk0 $non_clock_inputs
set_output_delay [expr $clk_period * $clk_io_pct] -clock clk0 [all_outputs]
</file>
<file path="flow/design.v">
`timescale 1ns / 1ps
`timescale 1ns / 1ps
`timescale 1ns / 1ps
`timescale 1ns / 1ps
`timescale 1ns / 1ps
`timescale 1ns / 1ps
`timescale 1ns / 1ps
`timescale 1ns / 1ps
`timescale 1 ns/ 1 ps
module pipelined_8bit_adder(
    input clk,
    input ren,
    input wen,
    input raddr_0_,
    input raddr_1_,
    input raddr_2_,
    input raddr_3_,
    input raddr_4_,
    input raddr_5_,
    input waddr_0_,
    input waddr_1_,
    input waddr_2_,
    input waddr_3_,
    input waddr_4_,
    input waddr_5_,
    input a_0_,
    input a_1_,
    input a_2_,
    input a_3_,
    input a_4_,
    input a_5_,
    input a_6_,
    input b_0_,
    input b_1_,
    input b_2_,
    input b_3_,
    input b_4_,
    input b_5_,
    input b_6_,
    output q_0_,
    output q_1_,
    output q_2_,
    output q_3_,
    output q_4_,
    output q_5_,
    output q_6_,
    output q_7_);
	wire [5:0] raddr;
	wire [5:0] waddr;
	wire [6:0] a;
	wire [6:0] b;
	wire [7:0] q;
	assign raddr = { raddr_5_, raddr_4_, raddr_3_, raddr_2_, raddr_1_, raddr_0_ };
	assign waddr = { waddr_5_, waddr_4_, waddr_3_, waddr_2_, waddr_1_, waddr_0_ };
	assign a = { a_6_, a_5_, a_4_, a_3_, a_2_, a_1_, a_0_ };
	assign b = { b_6_, b_5_, b_4_, b_3_, b_2_, b_1_, b_0_ };
    assign q_7_ = q[7];
    assign q_6_ = q[6];
    assign q_5_ = q[5];
    assign q_4_ = q[4];
    assign q_3_ = q[3];
    assign q_2_ = q[2];
    assign q_1_ = q[1];
    assign q_0_ = q[0];
	reg[7:0] ram[63:0];
	reg[6:0] a_st0;
	reg[6:0] a_st1;
	reg[6:0] b_st0;
	reg[6:0] b_st1;
	reg[8:0] waddr_st0;
	reg[8:0] waddr_st1;
	reg wen_st0;
	reg wen_st1;
	reg[7:0] q_int;
	wire[7:0] AplusB;
	assign AplusB = a_st1 + b_st1;
	assign q = q_int;
	always@(posedge clk) begin
		waddr_st0 <= waddr;
		waddr_st1 <= waddr_st0;
		a_st0 <= a;
		a_st1 <= a_st0;
		b_st0 <= b;
		b_st1 <= b_st0;
		wen_st0 <= wen;
		wen_st1 <= wen_st0;
		if(wen_st1) begin
			ram[waddr_st1] <= AplusB;
		end
		if(ren) begin
			q_int <= ram[raddr];
		end
	end
endmodule
</file>
==> out/qor.tcl <==
set qor(outcome) {completed}
set qor(powerDensity_mw_per_mm2) 358
set qor(tritoncts) {built}
set qor(drc) 0
set qor(num_antenna_cells) 0
set qor(starting_density_of_the_core_pct) 40.5
set qor(worst-path-max-fanout) 71
set qor(synth.top_cells.by_area) {edfxtp_1, mux4_2, dfxtp_1}
set qor(path_class) {input pin to register}
set qor(place.gp.congestion) 0.865
set qor(chipArea_mm2) 0.0543
set qor(ys_seq_elements) 562
set qor(post_drt_wl_per_cell_um) 24.8
set qor(ys_cells) 1020
set qor(largest_net_degree_at_the_start_of_global_routing) 72
set qor(yosys.area.top_type) {edfxtp_1}
set qor(dp_hpwl_mm) 27.5
set qor(cts.root.buffer_cell) {clkbuf_16}
set qor(yosys_warnings) 1
set qor(netlist.area_leader.share_pct) 73.2
set qor(rsz0062_at_grt) {no}
set qor(cts_post_setup_buffers_inserted) 0
set qor(final.setup_skew_ns) 0.0189
set qor(finalCriticalPeriod_ns) 3.20
set qor(syn-cell-area_mm2) 0.0213
set qor(post_synth_most_frequent_cells) {edfxtp_1, mux4_2, nor2_1, dfxtp_1, nand3_1}
set qor(clock_insertion_delay_at_the_later_pin_of_the_skew_report_ns) 0.60
set qor(detailedPlace.worstSlack_ns) 2.06
set qor(die_span_y_um) 233
set qor(max_slew_margin_pct) 36.9
set qor(synth-async-reset-ratio_pct) 0
set qor(tritoncts_buffers) 55
set qor(top_cell) {edfxtp_1}
set qor(core_area_mm2) 0.0527
set qor(iteration_count_of_the_initial_detailed_routing_pass) 5
set qor(max-clock-path-buffers) 3
set qor(ant_nets) 0
set qor(critPathLaunchType) {input pin}
set qor(number_of_enable_type_register_cells_in_the_synthesized_netlist) 520
set qor(cts_hold_buffers) 0
set qor(resized_gates_after_cts) 0
set qor(pin_count) 37
set qor(area.growth.synth_to_final_pct) 14.8
set qor(critical_path_arrival_ns) 3.54
set qor(worst_setup_hold_path_clk_slew_ns) 0.06
set qor(drt-total-wl_mm) 45.5
set qor(grt_antenna_before_repair) 0
set qor(drive_above_1_share_pct) 24.1
set qor(synth_instances) 1020
set qor(hold_viol_final) 0
set qor(static-leakage-power_uw) 0.00771
set qor(warning_count) 25
set qor(timing.fmax_mhz) 312
set qor(slew_violations) 0
set qor(finalSetupViolCount) 0
set qor(max_cap_viol_count) 0
set qor(port_buffers) 36
set qor(h_tree_level_count) 2
set qor(proportion_of_synthesized_chip_area_in_sequential_cells_pct) 77.1
set qor(min-delay-path-class) {register to register}
set qor(setup_ws_ns) 2.70
set qor(synth.yosys.chip_area_mm2) 0.0213
set qor(ys_types) 47
set qor(tritoncts_num_sinks) 562
set qor(drt_first_iter_violations) 661
set qor(timing.setup.tns_ns) 0
set qor(first_global_vias) 10835
set qor(die_w_um) 233
set qor(critPathRequiredTime_ns) 6.23
set qor(post-route-period-util_pct) 54.3
set qor(via_count) 9991
set qor(worstSetupEndpointType) {register}
set qor(track_usage_pct) 19.2
set qor(grt_pass1_wl_mm) 68.5
set qor(vdd_ir_drop_max_mv) 0.217
set qor(flop_cell) {edfxtp_1}
set qor(core.rowCount) 84
set qor(slew_of_the_pin_with_the_lowest_slew_margin_ns) 0.942
set qor(globalRoute.totalOverflow) 0
set qor(avgSynthCellArea_um2) 20.9
set qor(viasPerCell) 5.46
power breakdown:
group,switching (µW),internal (µW)
clock,1450,2190
sequential,23.3,4550
combinational,378,177
worst max-delay path, cell delays in order:
cell,delay [ns]
buf_6,0.37
buf_12,0.52
mux4_2,0.60
a221oi_2,0.33
a21oi_1,0.07
o21ai_1,0.30
a21oi_1,0.07
placed cells by master (no fill, tap or decap), types with 5 or more instances in the layout:
cell / Yosys / final
a21oi_1: 20 / 20
a22oi_1: 22 / 22
buf_4: 11 / 36
bufinv_16: 0 / 6
clkbuf_1: 17 / 6
clkbuf_16: 0 / 59
clkbuf_8: 0 / 8
clkdlybuf4s50_1: 0 / 33
clkinv_1: 1 / 5
clkinv_2: 0 / 11
dfxtp_1: 42 / 42
edfxtp_1: 520 / 520
ha_1: 7 / 6
mux2i_1: 17 / 17
mux4_2: 128 / 128
nand2_1: 19 / 19
nand2b_1: 9 / 9
nand3_1: 23 / 23
nor2_1: 77 / 77
nor2b_1: 10 / 10
nor3_1: 10 / 10
o21ai_0: 6 / 5
o22ai_1: 7 / 7
o32a_1: 6 / 6
sequential cells by signal, summed over array words and instances (netlist names):
name,cells
b_st1,7
wen_st1,1
a_st1,7
wen_st0,1
waddr_st1,6
waddr_st0,6
q_int,8
b_st0,7
ram,512
a_st0,7
stage by stage:
step	hold slack (ns)	cell area, µm²	power [µW]	utilization, %	instances
after detailed placement	0.313	22600	5230	42.9	1728
final	0.323	24500	8770	46.5	1831
after global routing	0.328	24500	9040	46.5	1831
after CTS	0.327	24500	8860	46.5	1831
after floorplan	0.310	21300	4990	-	1020
after global placement	0.312	22600	5220	42.9	1728
area by class of cell:
class                   count  area, µm²
fillers                  4282      28200
flip-flops and latches    562      16500
multi-input cells         403       4600
clock buffers              77       1630
well taps                 688        861
repair buffers             72        652
clock inverters            26        289
inverters                   3       11.3
cell families (layout without fill, tap and decap cells):
| kind of cell | count (synthesis) | count (layout) | share of synthesized area, % |
|---|---|---|---|
| AOI/OAI and AO/OA | 81 | 81 | 2.67 |
| xor gates and xnor gates | 5 | 5 | 0.205 |
| adders and majority gates | 8 | 8 | 0.504 |
| buffers and inverters | 55 | 178 | 1.64 |
| DFF | 562 | 562 | 77.1 |
| muxes | 145 | 145 | 14.3 |
| and+or+nand+nor | 164 | 164 | 3.55 |
worst paths after layout:
check	from	to	slack, ns	cells after the start
worst max register to register	a_st1[1]$_DFF_P_	ram[45][5]$_DFFE_PP_	3.32	7
worst max-delay path	raddr_0_	q_int[3]$_DFFE_PP_	2.70	7
worst min register to register	b_st0[3]$_DFF_P_	b_st1[3]$_DFF_P_	0.32	0
worst min-delay path	b_st0[3]$_DFF_P_	b_st1[3]$_DFF_P_	0.32	0
routing by layer:
layer	global-route usage (%)	routed length, µm	vias to the layer above
met5	0	0	-
met4	3.23	942	0
met3	13.3	6770	68
met2	27.5	21100	532
met1	26.1	16700	5021
li1	-	-	4370
Power figures rest on the tool's default switching activity, not on a simulated workload.
