### flow/run.sh
#!/bin/bash
# OpenROAD 26Q1-2900-gdf79404cd8, Yosys 0.63+post, stock flow scripts
make -C /OpenROAD-flow-scripts/flow DESIGN_CONFIG=/design/flow/config.mk WORK_HOME=/design/flow/orfs finish
### flow/config.mk
export PLATFORM = sky130hd
export DESIGN_NAME = adder_16
export DESIGN_NICKNAME = adder_16
export VERILOG_FILES = /design/flow/design.v
export SDC_FILE = /design/flow/constraint.sdc
export NUM_CORES = 4
export LEC_CHECK = 1
export CORE_AREA = 10 10 70 70
export DIE_AREA = 0 0 80 80
### flow/constraint.sdc
current_design adder_16

set clk_period 4.6
set clk_io_pct 0.2

create_clock -name clk0 -period $clk_period

set non_clock_inputs [all_inputs -no_clocks]
set_input_delay [expr $clk_period * $clk_io_pct] -clock clk0 $non_clock_inputs
set_output_delay [expr $clk_period * $clk_io_pct] -clock clk0 [all_outputs]
### flow/design.v
`timescale 1ns / 1ps
`timescale 1ns / 1ps
`timescale 1ns / 1ps
`timescale 1ns / 1ps
`timescale 1ns / 1ps
`timescale 1ns / 1ps
`timescale 1ns / 1ps
`timescale 1ns / 1ps
module adder_16(cout, sum, a, b, cin);
parameter size = 6;   
output cout;
output [size-1:0] sum; 	  
input cin;
input [size-1:0] a, b;   
assign {cout, sum} = a + b + cin;
endmodule
==> metrics.yaml <==
logic_synthesis:
  ys_warn_count: 0
  yosysChipArea_sq_um: 250
  synth.largest_area_cell: "ha_1"
  ys_types: 16
  top_area_share_pct: 25.0
  ys_seq_share_pct: 0
  ys_cells: 28
  synth_area_per_cell_sq_um: 8.94
  netlist_area_sq_um: 250
  top_cell: "ha_1"
  yosys-top-cells-area: "ha_1 25%, fa_1 16%, xnor2_1 10%"
  yosys-top-cells-count: "5 x ha_1, 4 x inv_1, 3 x xnor2_1"
  syn_inst: 28
cells_and_area:
  ff_count: 0
  fill_cells: 389
  drive_gt1_share_pct: 10.4
  seq_area_sq_um: 0
  layout-area-overhead-vs-synth_pct: 103
  clkbuf_count: 0
  fin_cells: 94
final_timing:
  period_minus_slack_ns: 4.09
  setup_slack_ns: 0.506
  slew_violations: 0
  tightest_slew_ns: 0.209
  setup_tns_ns: 0
  setup_viol: 0
  slew_headroom_pct: 86.0
  min_period_over_period_pct: 89.0
  rsz0062_at_grt: "false"
  final_hold_viol_count: 0
  clock.fmax_ghz: 0.244
status:
  status: "completed"
worst_setup_path:
  worstPathArrival_ns: 3.17
  crit_fanout: 3
  cp-start-kind: "input pin"
  path_class: "in2out"
  endpoint_kind: "output port"
  cp.required_ns: 3.68
floorplan:
  core_area_sq_um: 3420
  rows: 21
  fp_util_pct: 7.33
  die_width_um: 80
  ios: 20
  chipArea_sq_um: 6400
  die_h_um: 80
min_path:
  min_path_type: "in2out"
global_routing:
  antenna_found_initial: 0
  grt_max_degree: 6
  grt_pass1_vias: 281
  grt_pass1_wl_mm: 1.30
  groute.usage.overall_pct: 2.43
  grt_overflow: 0
drt:
  drc: 0
  wire_per_inst_um: 8.54
  detail-route-antenna-nets: 0
  firstDrtPassIters: 4
  diodes: 0
  drt-total-wl_um: 803
  drt-initial-drc-count: 7
  vias: 273
  viasPerCell: 2.90
cts:
  ctsResizeCount: 0
  cts_hold_buf: 0
  post-cts-setup-buffers: 0
power:
  vdd_ir_drop_max_v: 0.0000528
  swShare_pct: 32.8
  pwr-share-clk_pct: 0
  power_leakage_nw: 0.198
  p_switching_w: 0.0000212
  combPwrFrac_pct: 100.0
  powerDensity_nw_per_um2: 127
  seqPwrFrac_pct: 0
  p_int_w: 0.0000434
placed_design:
  pre_cts_ws_ns: 0.509
  gp_congestion: 0.781
  dp.cells: 94
  port_buffers: 20
job:
  tool_warnings: 32
  maxCapViolations: 0
-- placed cells by master (no fill, tap or decap) --
| cell type | Yosys | final |
|---|---|---|
| nor2b_4 | 1 | 1 |
| o21bai_1 | 1 | 1 |
| nor2_1 | 1 | 1 |
| a21oi_2 | 1 | 1 |
| o21ai_0 | 2 | 2 |
| o21ai_2 | 1 | 1 |
| a21o_1 | 1 | 1 |
| clkdlybuf4s50_1 | 0 | 20 |
| o21a_1 | 1 | 1 |
| ha_1 | 5 | 5 |
| xnor2_1 | 3 | 3 |
| fa_1 | 2 | 2 |
| a211oi_2 | 1 | 1 |
| nand2b_1 | 1 | 1 |
| o31a_2 | 1 | 1 |
| a21oi_1 | 2 | 2 |
| inv_1 | 4 | 4 |
-- logic make-up (layout without fill, tap and decap cells) --
group           count (synthesis)  in the layout  share of synthesized area (%)
simple gates                    3              3                           9.50
compound gates                 11             11                           33.0
buf+inv                         4             24                           6.00
fa+ha+maj                       7              7                           41.0
xor+xnor                        3              3                           10.5
-- path summary, 6_finish.rpt --
path	startpoint	to	slack [ns]	depth (start not counted)
max	a[0]	sum[4]	0.51	8
min	cin	sum[0]	2.93	3
-- power by group through the flow --
| stage | clock [W] | sequential [W] | combinational [W] |
|---|---|---|---|
| global route | 0 | 0 | 0.0000721 |
| CTS | 0 | 0 | 0.0000652 |
| finish | 0 | 0 | 0.0000646 |
-- worst max-delay path: stages --
cell and delay [ns]:
clkdlybuf4s50_1 0.43, fa_1 0.48, inv_1 0.09, fa_1 0.25, nor2b_4 0.05, o31a_2 0.31
a21oi_1 0.12, clkdlybuf4s50_1 0.51
-- per-stage QoR --
step                      utilization, %  power (W)  hold WS [ns]  cell area, sq um
final                               14.9  0.0000646          2.93               508
after CTS                           14.9  0.0000652          2.94               508
after global routing                14.9  0.0000721          2.94               508
after floorplan                        -  0.0000259          1.94               250
after detailed placement            14.9  0.0000644          2.93               508
after global placement              14.9  0.0000642          2.94               508
-- layer usage --
metal	share of wire, %	global-route usage, %	vias to the layer above
li1	-	-	140
met1	58	4.13	111
met2	18	2.25	22
met3	24	1.70	0
met4	0	0	0
met5	0	0	-
-- cell type report --
class	instances	area, sq um	share of cell area, %
Inverter	4	15.0	2.96
Multi-Input combinational cell	24	235	46.3
Tap cell	46	57.6	11.3
Timing Repair Buffer	20	200	39.4
Power figures rest on the tool's default switching activity, not on a simulated workload.
