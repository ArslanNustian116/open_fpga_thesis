==> flow/design.v <==
`timescale 1ns / 1ps
`timescale 1ns / 1ps
`timescale 1ns / 1ps
`timescale 1ns / 1ps
`timescale 1ns / 1ps
`timescale 1ns / 1ps
`timescale 1ns / 1ps
`timescale 1ns / 1ps
module counter (
	clk,
	reset,
	result
);
	input clk;
	input reset;
	output [7:0] result;
	reg [7:0] result;
    initial begin
      result <= 0;
    end
	always @(posedge clk )
			result = result + 1;
	endmodule		
==> flow/run.sh <==
#!/bin/bash
# OpenROAD 26Q1-2900-gdf79404cd8, Yosys 0.63+post, stock flow scripts
make -C /OpenROAD-flow-scripts/flow DESIGN_CONFIG=/design/flow/config.mk WORK_HOME=/design/flow/orfs finish
==> flow/config.mk <==
export PLATFORM = sky130hd
export DESIGN_NAME = counter
export DESIGN_NICKNAME = counter
export VERILOG_FILES = /design/flow/design.v
export SDC_FILE = /design/flow/constraint.sdc
export NUM_CORES = 4
export LEC_CHECK = 1
export CORE_AREA = 10 10 70 70
export DIE_AREA = 0 0 80 80
==> flow/constraint.sdc <==
current_design counter

set clk_period 1.3
set clk_io_pct 0.2

create_clock -name clk0 -period $clk_period [get_ports {clk}]

set non_clock_inputs [all_inputs -no_clocks]
set_input_delay [expr $clk_period * $clk_io_pct] -clock clk0 $non_clock_inputs
set_output_delay [expr $clk_period * $clk_io_pct] -clock clk0 [all_outputs]
==> impl_metrics.ini <==
; flow metrics
[detailed_routing]
drt-wirelength-per-cell_um = 7.58
first_iter_violations = 0
ant_nets = 0
drtPass1Iterations = 1
viasPerCell = 2.58
dr_total_vias = 230
diodes = 0
wl_um = 675
drc_errors = 0

[run_status]
status = finished clean

[global_route]
antenna_found_initial = 0
grt_pass1_vias = 272
grt_remaining_overflow = 0
grt_first_pass_wirelength_mm = 1.27
track_usage = 0.0258
grt_max_degree = 5

[power]
ir_worst_vdd_v = 0.000485
powerDensity_mw_per_mm2 = 868
clockPowerShare = 0.431
power.switching_w = 0.0000805
combPwrFrac = 0
power.share.sequential = 0.569
internal_power_w = 0.000351
leakagePower_nw = 0.243
swShare = 0.187

[final_timing]
fin_setup_tns_ns = 0
setup_viol = 0
hold_viol = 0
rsz0062_at_grt = false
maxSlewHeadroom = 0.902
fin_crit_sh = 0.823
clock_skew_ns = 0.000199
drv_slew = 0
timing.fmax_ghz = 0.935
period_needed_ns = 1.07
finalWorstSetupSlack_ns = 0.231
worst_pin_slew_ns = 0.146

[placement]
hpwlAfterDp_um = 484
place_congestion = 0.772
port_buffers = 8
dp_cells = 80
place_area_um2 = 429
pre_cts_slack_ns = 0.148

[die]
die_h_um = 80
dieWidth_um = 80
rows = 21
dieArea_mm2 = 0.00640
core_mm2 = 0.00342
fp-utilization = 0.0810
io-pin-count = 10

[synth]
avgSynthCellArea_um2 = 11.5
synthCells = 24
ys_top_cells_by_count = dfxtp_1 (8), xnor2_1 (3), xor2_1 (3), nand2_1 (2), nand3_1 (2)
top_area_frac = 0.579
async_flop_share = 0
yosys_area_um2 = 277
top_area_cell = dfxtp_1
synth_cell_type_count = 11
edf_count = 0
synth_top_cell_by_count = dfxtp_1
ys_seq_elements = 8
yosys_cells = 24
ff_type = dfxtp_1
yosysWarnings = 1
syn_area_um2 = 277
ys_seq_frac = 0.579
topCellsByArea = dfxtp_1 (58%), xnor2_1 (9.5%), xor2_1 (9.5%), ha_1 (4.5%), nand3_1 (3.6%)

[setup_path]
crit_fanout = 2
cp_slowest_stage_delay_ns = 0.32
required_ns = 1.04
worstSetupStartpointType = flop
endpoint_kind = primary output
cp_cell_sequence = dlygate4sd2_1
crit_arrival_ns = 0.81
crit_family = flip-flops
slowest_stage = dfxtp_2
critPathBufInv = 1
worstSetupPathType = reg -> out

[cts]
cts_made_buffers = 3
clock_latency_ns = 0.25
cts_hold_buffers = 0
clockBufferDepth = 2
cts_tree = yes
clk_pin_slew_ns = 0.05
cts_root_buffer = clkbuf_4
clock-sinks = 8
cts_htree_levels = 1

[run]
cap_violations = 0
warnings = 26

[layout]
nFillCells = 402
reg_top3 = result x8
area_growth_pct = 79.6
top_register = result
fin_area_um2 = 497
layoutNonFillerInstCount = 89
largest_reg_flops = 8
drive_above_1_share = 0.488
ff_latch_area_um2 = 170
logic_area_um2 = 113

[worst_hold_path]
hp-class = reg -> reg
## metrics by stage
stage / power (W) / hold WS (ns) / utilization
after floorplan: 0.000251 / 0.382 / -
after global routing: 0.000464 / 0.534 / 0.145
after CTS: 0.000442 / 0.502 / 0.145
after detailed placement: 0.000251 / 0.414 / 0.126
final: 0.000431 / 0.499 / 0.145
after global placement: 0.000251 / 0.404 / 0.126
## cell families after synthesis
kind of cell               count (synthesis)  share of synthesized area
adders and majority gates                  1                     0.0452
xor gates and xnor gates                   6                      0.190
buffers and inverters                      1                     0.0136
and+or+nand+nor                            8                      0.172
DFF                                        8                      0.579
## layout by cell type, fill, tap and decap left out
cell type	netlist	routed
and3_1	1	1
buf_4	0	8
clkbuf_4	0	3
dfxtp_2	0	8
dlygate4sd2_1	0	8
ha_1	1	1
inv_1	1	1
nand2_1	2	2
nand3_1	2	2
nand3_2	1	1
nor2_1	1	1
nor3_2	1	1
xnor2_1	3	3
xor2_1	3	3
## worst reg2reg max path, delay by kind of cell, from the launching register on
kind          cells  cell delay [ns]
buf+inv           1             0.13
flops             1             0.32
xor+xnor          1             0.14
simple gates      2             0.33
## path summary, 6_finish.rpt
kind                  start   endpoint  slack (ns)  cells after the start
setup / recovery  result[3]  result[3]        0.23                      1
hold / removal    result[0]  result[0]        0.50                      2
hold reg to reg   result[0]  result[0]        0.50                      2
setup reg to reg  result[2]  result[7]        0.30                      4
## final cells by class
type / instances / share of cell area
Tap cell: 46 / 0.116
Timing Repair Buffer: 16 / 0.262
Clock buffer: 3 / 0.0453
Inverter: 1 / 0.00756
Sequential cell: 8 / 0.343
Multi-Input combinational cell: 15 / 0.227
## layer usage
layer / vias to the layer above / GRT usage / part of all wire
li1: 116 / - / -
met1: 103 / 0.0309 / 0.47
met2: 11 / 0.0305 / 0.34
met3: 0 / 0.0284 / 0.19
met4: 0 / 0.00352 / 0
met5: - / 0 / 0
## power by group through the flow
stage              logic (W)  clock network, W  registers (W)
CTS           0.000000000160          0.000197       0.000245
global route  0.000000000160          0.000219       0.000245
finish        0.000000000160          0.000186       0.000245
## repair_timing
action                                  CTS  global route
buffers inserted                          6             0
endpoints found under the setup margin    8             0
resized                                  16             0
Power and IR drop assume default switching activity.
