--- flow/run.sh ---
#!/bin/bash
# OpenROAD 26Q1-2900-gdf79404cd8, Yosys 0.63+post, stock flow scripts
make -C /OpenROAD-flow-scripts/flow DESIGN_CONFIG=/design/flow/config.mk WORK_HOME=/design/flow/orfs finish
--- flow/config.mk ---
export PLATFORM = sky130hd
export DESIGN_NAME = adder_8
export DESIGN_NICKNAME = adder_8
export VERILOG_FILES = /design/flow/design.v
export SDC_FILE = /design/flow/constraint.sdc
export NUM_CORES = 4
export LEC_CHECK = 1
export CORE_AREA = 10 10 70 70
export DIE_AREA = 0 0 80 80
--- flow/design.v ---
`timescale 1ns / 1ps
`timescale 1ns / 1ps
`timescale 1ns / 1ps
`timescale 1ns / 1ps
`timescale 1ns / 1ps
`timescale 1ns / 1ps
`timescale 1ns / 1ps
`timescale 1ns / 1ps
module adder_8(cout, sum, a, b, cin);
parameter size = 8;   
output cout;
output [size-1:0] sum; 	  
input cin;
input [size-1:0] a, b;   
assign {cout, sum} = a + b + cin;
endmodule
--- flow/constraint.sdc ---
current_design adder_8

set clk_period 5.8
set clk_io_pct 0.2

create_clock -name clk0 -period $clk_period

set non_clock_inputs [all_inputs -no_clocks]
set_input_delay [expr $clk_period * $clk_io_pct] -clock clk0 $non_clock_inputs
set_output_delay [expr $clk_period * $clk_io_pct] -clock clk0 [all_outputs]
==> metrics.json <==
{
  "post_drt_wl_per_cell": {"value": 9.500, "unit": "um"},
  "grtUsageTotal": {"value": 3.354, "unit": "%"},
  "critical_path_required": {"value": 4.64, "unit": "ns"},
  "route.detailed.vias_per_inst": {"value": 3.439},
  "dp_hpwl": {"value": 1003, "unit": "um"},
  "gr-usage-met2": {"value": 4.735, "unit": "%"},
  "max-slew-margin-rel": {"value": 76.40, "unit": "%"},
  "first_global_vias": {"value": 400},
  "area_growth": {"value": 95.85, "unit": "%"},
  "numSequentialCells": {"value": 0},
  "core.rowCount": {"value": 21},
  "final_max_slew_violation_count": {"value": 0},
  "die_w": {"value": 80, "unit": "um"},
  "seq_area_frac_synth": {"value": 0, "unit": "%"},
  "busiest_layer": {"value": "met1"},
  "detail_route.iter0.violations": {"value": 2},
  "grt_pass1_wl": {"value": 1800, "unit": "um"},
  "final_core_util": {"value": 19.01, "unit": "%"},
  "startpoint_class": {"value": "input port"},
  "worst-setup-path-type": {"value": "input port to primary output"},
  "status": {"value": "completed"},
  "drtAntennaViolNets": {"value": 0},
  "cp_max_fo": {"value": 2},
  "final_common_cell": {"value": "sky130_fd_sc_hd__clkdlybuf4s50_1"},
  "portBuffers": {"value": 26},
  "hold_viol": {"value": 0},
  "io-pin-count": {"value": 26},
  "clockBufferCount": {"value": 0},
  "grt_setup_unrepaired": {"value": "false"},
  "p_leak": {"value": 0.2575, "unit": "nW"},
  "cellPowerDensity": {"value": 103.2, "unit": "mW/mm^2"},
  "worstSetupEndpointType": {"value": "primary output"},
  "openroad.warnings": {"value": 32},
  "num_antenna_cells": {"value": 0},
  "design.die.area": {"value": 0.006400, "unit": "mm^2"},
  "postSynthAreaPerCell": {"value": 7.894, "unit": "um^2"},
  "fin_tns_setup": {"value": 0, "unit": "ns"},
  "final_layout_size_suffix_gt1_share": {"value": 1.471, "unit": "%"},
  "max_cap_violation_count": {"value": 0},
  "timing.critical_path.slowest_stage_cell": {"value": "sky130_fd_sc_hd__clkdlybuf4s50_1"},
  "yosys-stat-area": {"value": 331.6, "unit": "um^2"},
  "gp_congestion": {"value": 0.8053},
  "count_of_instances_resized_after_the_clock_tree_is_built": {"value": 0},
  "max_frequency": {"value": 213.9, "unit": "MHz"},
  "yosys_cells": {"value": 42},
  "hold_path_depth": {"value": 3},
  "report.power.total": {"value": 0.06699, "unit": "mW"},
  "synth.distinct_cells": {"value": 20},
  "dieHeight": {"value": 80, "unit": "um"},
  "min_period": {"value": 4.676, "unit": "ns"},
  "grt_antenna_before_repair": {"value": 0},
  "worstPathArrival": {"value": 3.52, "unit": "ns"},
  "flop_area": {"value": 0, "unit": "um^2"},
  "detail_route.wirelength": {"value": 1083, "unit": "um"},
  "dpl_worst_slack": {"value": 1.099, "unit": "ns"},
  "most_instantiated_logic_cells_after_routing": {"value": "sky130_fd_sc_hd__clkdlybuf4s50_1 (26), sky130_fd_sc_hd__ha_1 (7), sky130_fd_sc_hd__a21oi_1 (5), sky130_fd_sc_hd__nand2_1 (3)"},
  "post_synth_instance_area": {"value": 331.6, "unit": "um^2"},
  "grt_overflow_total": {"value": 0},
  "postCtsSetupBuffers": {"value": 0},
  "grt_start_max_net_pins": {"value": 7},
  "critical_path.cell_chain": {"value": "clkdlybuf4s50_1, fa_1, fa_1, a21oi_1, nor2_1, nor2_1, xnor2_1, clkdlybuf4s50_1"},
  "vdd.ir_drop.worst": {"value": 0.03738, "unit": "mV"},
  "met1_track_usage_gr": {"value": 5.103, "unit": "%"},
  "hold_buffers": {"value": 0},
  "vias": {"value": 392},
  "slowest_delay": {"value": 0.49, "unit": "ns"},
  "coreArea": {"value": 0.003416, "unit": "mm^2"},
  "hold_path_class": {"value": "input port to primary output"},
  "layout_worst_path_cycle_share": {"value": 80.62, "unit": "%"},
  "timing.hold.ws": {"value": 3.400, "unit": "ns"},
  "use_met3": {"value": 1.023, "unit": "%"},
  "finalSetupViolations": {"value": 0},
  "drt_pass1_iterations": {"value": 2},
  "postSynthCellCount": {"value": 42},
  "residual_drc": {"value": 0},
  "initial_utilization": {"value": 9.707, "unit": "%"},
  "worst_slack": {"value": 1.124, "unit": "ns"},
  "yosysWarningCount": {"value": 0},
  "tightest_slew": {"value": 0.3451, "unit": "ns"}
}
[final cells by class]
| class | instances | area (um^2) |
|---|---|---|
| multi-input cells | 39 | 320.3 |
| inverters | 3 | 11.26 |
| repair buffers | 26 | 260.3 |
| fillers | 387 | 2766 |
| well taps | 46 | 57.56 |
[power breakdown]
group	internal, mW	switching (mW)	leakage, nW	total (mW)
Clock	0	0	0	0
Combinational	0.0444	0.0226	0.258	0.0670
Sequential	0	0	0	0
[stage by stage]
stage / cells / cell area, um^2
6_report: 114 / 649.4
4_1_cts: 114 / 649.4
2_1_floorplan: 42 / 331.6
3_5_place_dp: 114 / 649.4
5_1_grt: 114 / 649.4
3_3_place_gp: 114 / 649.4
[routing by layer]
metal	vias up	part of all wire [%]
met5	-	0
met4	0	0
li1	213	-
met1	159	54
met2	20	34
met3	0	12
[worst max-delay path: cells and delay by family]
| family | cells | cell delay [ns] |
|---|---|---|
| AOI/OAI and AO/OA | 1 | 0.20 |
| xor gates and xnor gates | 1 | 0.14 |
| adders and majority gates | 2 | 0.87 |
| buffers and inverters | 2 | 0.92 |
| and+or+nand+nor | 2 | 0.22 |
[cell families (layout without fill, tap and decap cells)]
| group | count (synthesis) | count (layout) | synth area share (%) |
|---|---|---|---|
| buffers and inverters | 3 | 29 | 3.396 |
| adders and majority gates | 9 | 9 | 38.49 |
| AOI/OAI and AO/OA | 13 | 13 | 27.17 |
| xor gates and xnor gates | 4 | 4 | 10.57 |
| muxes | 1 | 1 | 3.019 |
| and+or+nand+nor | 12 | 12 | 17.36 |
[synthesized netlist by cell type]
master / n / area [um^2]
sky130_fd_sc_hd__nor4_1: 1 / 6.260
sky130_fd_sc_hd__nand3_1: 2 / 10.01
sky130_fd_sc_hd__a2111oi_0: 1 / 8.760
sky130_fd_sc_hd__nor2_1: 2 / 7.510
sky130_fd_sc_hd__nand2_1: 3 / 11.26
sky130_fd_sc_hd__ha_1: 7 / 87.58
sky130_fd_sc_hd__inv_1: 2 / 7.510
sky130_fd_sc_hd__xnor2_1: 2 / 17.52
sky130_fd_sc_hd__xor2_1: 2 / 17.52
sky130_fd_sc_hd__mux2i_1: 1 / 10.01
sky130_fd_sc_hd__nor3_1: 2 / 10.01
sky130_fd_sc_hd__inv_2: 1 / 3.750
sky130_fd_sc_hd__a21o_1: 2 / 15.01
sky130_fd_sc_hd__fa_1: 2 / 40.04
sky130_fd_sc_hd__o21bai_1: 1 / 7.510
sky130_fd_sc_hd__a21oi_1: 5 / 25.02
sky130_fd_sc_hd__a311o_1: 2 / 20.02
sky130_fd_sc_hd__a221oi_1: 1 / 8.760
sky130_fd_sc_hd__o21ai_0: 1 / 5.000
sky130_fd_sc_hd__nor2b_1: 2 / 12.51
[worst paths after layout]
kind                  endpoint  startpoint  slack [ns]
worst max-delay path    sum[6]        a[0]        1.12
worst min-delay path    sum[0]         cin        3.40
Power figures rest on the tool's default switching activity, not on a simulated workload.
