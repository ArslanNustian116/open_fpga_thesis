==> flow/design.v <==
`timescale 1ns / 1ps
`timescale 1ns / 1ps
`timescale 1ns / 1ps
`timescale 1ns / 1ps
`timescale 1ns / 1ps
`timescale 1ns / 1ps
`timescale 1ns / 1ps
`timescale 1ns / 1ps
module adder_6(cout, sum, a, b, cin);
parameter size = 6;   
output cout;
output [size-1:0] sum; 	  
input cin;
input [size-1:0] a, b;   
assign {cout, sum} = a + b + cin;
endmodule
==> flow/run.sh <==
#!/bin/bash
# OpenROAD 26Q1-2900-gdf79404cd8, Yosys 0.63+post, stock flow scripts
make -C /OpenROAD-flow-scripts/flow DESIGN_CONFIG=/design/flow/config.mk WORK_HOME=/design/flow/orfs finish
==> flow/config.mk <==
export PLATFORM = sky130hd
export DESIGN_NAME = adder_6
export DESIGN_NICKNAME = adder_6
export VERILOG_FILES = /design/flow/design.v
export SDC_FILE = /design/flow/constraint.sdc
export NUM_CORES = 4
export LEC_CHECK = 1
export CORE_AREA = 10 10 70 70
export DIE_AREA = 0 0 80 80
==> flow/constraint.sdc <==
current_design adder_6

set clk_period 5.7
set clk_io_pct 0.2

create_clock -name clk0 -period $clk_period

set non_clock_inputs [all_inputs -no_clocks]
set_input_delay [expr $clk_period * $clk_io_pct] -clock clk0 $non_clock_inputs
set_output_delay [expr $clk_period * $clk_io_pct] -clock clk0 [all_outputs]
==> run summary <==
fresh numbers from the pnr run: number of hold-slack violations in the final timing report=0, Core Util, Final=between 10% and 20%, number of DRC violations after detailed routing=0, global-route wire length before repair=around 1.2 mm, result of the run=finished, final reports clean, antenna viol nets, final=0, Slew headroom=just under 90%, type of the tightest min-delay check=in -> out, count of hold buffers inserted by post-cts repair=0, number of standard cells in the final layout excluding fillers=94, Avg Vias per Cell=2.78, dpl ws=roughly 1200 ps, share of layout cells above drive strength 1=a little over a tenth, die outline width=80 um, Post-DP HPWL=between 700 and 800 um, static power due to leakage=0.198 nW, Post-Syn Instances=28, Routed wire per std cell=just under 9 um, Min Hold Slack=3370 ps, number of antenna violations at the first check in global routing=0, number of max-cap violations=0, number of sequential storage elements=0, Data required, critical path=4560 ps, post-synthesis cell type with the largest combined area=sky130_fd_sc_hd__ha_1, RSZ-0062 raised after global routing=no, number of port buffers=20, list of most frequent post-synthesis cells=sky130_fd_sc_hd__ha_1, sky130_fd_sc_hd__inv_1, sky130_fd_sc_hd__xnor2_1, number of antenna repair diodes=0, number of core rows=21, transition time at the pin with the least slew margin=~190 ps, via count of the first global-routing pass=about 250, Worst Slack Setup Final=~1100 ps, number of endpoints failing setup at the final stage=0, Core Region=3420 um2, tally of clock buffers in the finished layout=0, Initial Utilization=about 7.3%, cell with the most instances after synthesis=sky130_fd_sc_hd__ha_1, Netlist Area Pre-Place=250 um2, placed instance count=94, arrival time reported for the critical path endpoint=3410 ps, average cell area after synthesis=8.94 um2, share of the cycle needed by the critical path after routing=79.9%, post-synth area from yosys stat=250 um2, Total Routing Usage GR=2.22%, TNS Setup=0 ps, Yosys top cell area share=between 20% and 30%, total of warnings raised by yosys=0, Power Dens Cells=104 nW/um2, Detailed Routing Iterations Pass 1=2, Setup crit start kind=input pin, routability congestion estimate=0.773, Post-CTS Setup Repair Bufs=0, final period demand of the worst path=4550 ps, critical path class=in -> out, drt initial violations=2, total via count after detailed routing=261, boundary pin count=20, wire length after detailed routing=837 um, crit path capture type=primary output, maximum fanout count along the critical path=3, largest net degree at the start of global routing=6, Area Growth Syn to Fin=103%, Reg area=0 um2, tally of OpenROAD warnings=32, peak supply drop=0.0000438 V, Cell area leaders=sky130_fd_sc_hd__ha_1, sky130_fd_sc_hd__fa_1, sky130_fd_sc_hd__xnor2_1, residual overflow from global routing=0, chip height=80 um, Achievable Freq=0.220 GHz, cells resized by post-CTS repair=0, distinct lib cells=16, Slew Limit Fails=0, number of standard cells reported by yosys=28, register share after synthesis=0%, die area=6400 um2
## power breakdown
group	total, W	switching, W	internal, W	leakage (nW)
clock	0	0	0	0
combinational	0.0000528	0.0000176	0.0000351	0.198
sequential	0	0	0	0
## cell usage in the layout (no fill, tap or decap)
| cell | n |
|---|---|
| sky130_fd_sc_hd__o31a_2 | 1 |
| sky130_fd_sc_hd__a21oi_1 | 2 |
| sky130_fd_sc_hd__fa_1 | 2 |
| sky130_fd_sc_hd__o21bai_1 | 1 |
| sky130_fd_sc_hd__nor2b_4 | 1 |
| sky130_fd_sc_hd__xnor2_1 | 3 |
| sky130_fd_sc_hd__a21oi_2 | 1 |
| sky130_fd_sc_hd__o21ai_0 | 2 |
| sky130_fd_sc_hd__nor2_1 | 1 |
| sky130_fd_sc_hd__inv_1 | 4 |
| sky130_fd_sc_hd__ha_1 | 5 |
| sky130_fd_sc_hd__nand2b_1 | 1 |
| sky130_fd_sc_hd__o21ai_2 | 1 |
| sky130_fd_sc_hd__o21a_1 | 1 |
| sky130_fd_sc_hd__clkdlybuf4s50_1 | 20 |
| sky130_fd_sc_hd__a211oi_2 | 1 |
| sky130_fd_sc_hd__a21o_1 | 1 |
## path summary, 6_finish.rpt
check                 startpoint      to  cells past startpoint
worst max-delay path        a[0]  sum[4]                      8
worst min-delay path         cin  sum[0]                      3
## layout make-up
class                      count  area (um2)
multi-input combinational     24         235
tap                           46        57.6
timing repair buffer          20         200
fill                         390        2910
inverter                       4        15.0
## metrics by stage
step | area, um2 | total power (W)
floorplan | 250 | 0.0000209
global placement | 508 | 0.0000522
detailed placement | 508 | 0.0000527
CTS | 508 | 0.0000532
global route | 508 | 0.0000576
finish | 508 | 0.0000528
## critical path, cell delays in order
cell	delay [ps]
sky130_fd_sc_hd__clkdlybuf4s50_1	440
sky130_fd_sc_hd__fa_1	480
sky130_fd_sc_hd__inv_1	90
sky130_fd_sc_hd__fa_1	250
sky130_fd_sc_hd__nor2b_4	50
sky130_fd_sc_hd__o31a_2	300
sky130_fd_sc_hd__a21oi_1	140
sky130_fd_sc_hd__clkdlybuf4s50_1	520
## metal layers
layer	up-vias	track usage, %	wire [um]
li1	139	-	-
met1	102	3.98	485
met2	20	1.61	153
met3	0	1.82	198
met4	0	0	0
met5	-	0	0
## logic make-up (layout without fill, tap and decap cells)
family / after synthesis / count (layout) / share of synthesized area (%)
fa+ha+maj: 7 / 7 / 41.0
compound gates: 11 / 11 / 33.0
buf+inv: 4 / 24 / 6.00
xor+xnor: 3 / 3 / 10.5
simple gates: 3 / 3 / 9.50
Power figures rest on the tool's default switching activity, not on a simulated workload.
