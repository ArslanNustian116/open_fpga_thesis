==> design.v <==
`timescale 1ns / 1ps
`timescale 1ns / 1ps
`timescale 1ns / 1ps
`timescale 1ns / 1ps
`timescale 1ns / 1ps
`timescale 1ns / 1ps
`timescale 1ns / 1ps
`timescale 1ns / 1ps
module counter_4bit_2clock(clk0, rst, clk1, q0, q1);
    input clk0;
    input rst;
    output [3:0] q0;
    reg [3:0] q0;
    input clk1;
    output [3:0] q1;
    reg [3:0] q1;
    initial begin
      q0 <= 0;
      q1 <= 0;
    end
    always @ (posedge clk0)
    begin
        if(rst)
		q0 <= 4'b0000;
	else
		q0 <= q0 + 1;
    end
    always @ (posedge clk1)
    begin
        if(rst)
		q1 <= 4'b0000;
	else
		q1 <= q1 + 1;
    end
endmodule
==> run.sh <==
#!/bin/bash
# OpenROAD 26Q1-2900-gdf79404cd8, Yosys 0.63+post, stock flow scripts
make -C /OpenROAD-flow-scripts/flow DESIGN_CONFIG=/design/flow/config.mk WORK_HOME=/design/flow/orfs finish
==> config.mk <==
export PLATFORM = sky130hd
export DESIGN_NAME = counter_4bit_2clock
export DESIGN_NICKNAME = counter_4bit_2clock
export VERILOG_FILES = /design/flow/design.v
export SDC_FILE = /design/flow/constraint.sdc
export NUM_CORES = 4
export LEC_CHECK = 1
export CORE_AREA = 10 10 70 70
export DIE_AREA = 0 0 80 80
==> constraint.sdc <==
current_design counter_4bit_2clock

set clk_period 1.0
set clk_io_pct 0.2

create_clock -name clk0 -period $clk_period [get_ports {clk0}]
create_clock -name clk1 -period $clk_period [get_ports {clk1}]

set non_clock_inputs [all_inputs -no_clocks]
set_input_delay [expr $clk_period * $clk_io_pct] -clock clk0 $non_clock_inputs
set_output_delay [expr $clk_period * $clk_io_pct] -clock clk0 [all_outputs]
==> summary.txt <==
Reports from this run.

- Setup repair after global routing left no endpoint under its margin.
- Timing analysis after detailed placement gives a worst setup slack of -0.257 ns.
- In this run the worst hold path is classified as in2reg.
- The report puts the hold buffer count at CTS at 0.
- After detailed placement, the design holds a cell count of 89.
- Per the log, the first TritonRoute iteration ended with a DRC count of 5.
- The highest supply drop recorded on VDD is 0.000572 V.
- The beginning of the critical path is q1[3].
- The final worst slack is 0.0275 ns.
- According to the dpl log, the detail-placed design has an HPWL of 500 um.
- Hold-check failures listed in the final report amount to 0.
- The kind of end point of the critical path is an output pin.
- Final hold analysis gives a worst-case slack of 0.416 ns.
- The sequential share of the synthesized area is 53.3%.
- The overall overflow remaining after global route reads 0.
- The critical path is of the reg2out type.
- The number of cells produced by synthesis reads 27.
- The routed wire length reads 715 um.
- The kind of cell adding the most delay to the critical path reads flip-flops.
- The number of warnings reported in the yosys synthesis log reads 1.
- The synthesis stats list as the most numerous cell sky130_fd_sc_hd__dfxtp_1.
- Once layout is complete, the cells apart from fillers number 96.
- The run reported a max-capacitance violation count of 0.
- The report lists the cells along the critical path as dlygate4sd2_1.
- The stage delay of the slowest cell on the critical path reads 0.31 ns.
- The number of antenna violations at the first check in global routing is 0.
- The top fanout value on the critical path is 2.
- The fraction of final layout cells with drive strength greater than 1 is 52.0%.
- After floorplanning, the core was divided into 21 placement rows.
- The depth of the worst register-to-register path is 3.
- The die covers 6400 sq um.
- The relative slew slack reads 91.7%.
- The floorplan step records an initial core utilization of 8.79%.
- Dividing the detail-routed wire length by the instance count gives 7.45 um.
- The area share of the leading cell type in the synthesized netlist is 53.3%.
- Counting pins that exceed their max-slew limit in the final report gives 0.
- The mapped netlist covers 300 sq um.
- The count of unresolved DRC violations after routing is 0.
- The register-to-register path setup slack reads 0.03 ns.
- The yosys-reported design area after synthesis is 300 sq um.
- The number of distinct standard cells referenced by the synthesized netlist reads 9.
- The register bit count reported by yosys reads 8.
- The number of vias in the routed layout reads 262.
- The run finished with clean final reports.
- The slew of the pin with the lowest slew margin reads 0.123 ns.
- The overall die height reads 80 um.
- The area growth from synthesis to final layout is 93.3%.
- The count of inserted antenna diode cells is 0.
- The floorplan die width reads 80 um.
- The pre-antenna-repair detailed-routing pass consisted of 4 iterations.
- The total global routing track utilization reads 2.20%.
- The synthesized area per cell reads 11.1 sq um.
- Clock tree synthesis found a total of 8 sinks.
- The main flop type after synthesis is sky130_fd_sc_hd__dfxtp_1.
- Counting flops with a built-in enable in the synthesized netlist gives 0.
- The critical-path cell with the highest stage delay reads sky130_fd_sc_hd__dfxtp_2.
- Entering global routing, the biggest net connects 11 pins.
- The last element of the critical path is q1[3].
- The post-route antenna net violation count is 0.
- The async set or reset register ratio after synthesis reads 0%.
- The setup clock skew after layout is 0.00365 ns.
- The depth of the critical timing path with buffers and inverters included is 1.
- The average vias per placed instance reads 2.73.
- The data arrival time of the critical path reads 0.77 ns.
- According to the timing report, the data required time at the worst endpoint equals 0.80 ns.
- The leakage component of the power reads 0.272 nW.
- The combined buffer and inverter count along the critical path is 1.
- Input and output buffers added on the ports amount to 9.
- STA classifies the critical path startpoint as a register.
- The number of primary I/O pins reads 11.
- The report lists the power per cell area as 1490 nW/um^2.
- The number of global-route vias before repair is 286.
- The worst register-to-register path begins at q0[0].
- The main area contributors are sky130_fd_sc_hd__dfxtp_1 53%, sky130_fd_sc_hd__mux2_4 10%, sky130_fd_sc_hd__ha_1 8.3%.
- The total of endpoints with negative setup slack in the final report is 0.
- The core region area is 3420 sq um.
- OpenROAD emitted warnings numbering 29.
- Adding up every negative setup slack in the final design gives 0 ns.
- Yosys reports that the most numerous cell types are 8 x sky130_fd_sc_hd__dfxtp_1, 6 x sky130_fd_sc_hd__nor2_1.
- The clock slew at the register clock pins of the worst setup and hold paths is 0.04 ns.
- Looking at the reg2reg group, the worst path ends at q0[1].
- The count of instantiated cells in the yosys netlist is 27.
- The most area-hungry cell type in the Yosys netlist reads sky130_fd_sc_hd__dfxtp_1.
- The wire length of the first global-routing pass reads 1.12 mm.
- The CTS tree is yes.
## final cells by class
class	instances	area (sq um)
fillers	386	2840
flip-flops and latches	8	170
repair buffers	18	163
multi-input cells	18	145
well taps	46	57.6
clock buffers	6	45.0
## worst min-delay path by stage
stage,from,to,cells after the start
4_1_cts,rst,q1[0],3
5_1_grt,rst,q0[0],3
6_report,rst,q0[0],3
## stage by stage
step | area (sq um) | power (W) | util, %
2_1_floorplan | 300 | 0.000390 | -
3_3_place_gp | 513 | 0.000474 | 15.0
3_5_place_dp | 513 | 0.000478 | 15.0
4_1_cts | 557 | 0.000880 | 16.3
5_1_grt | 581 | 0.000915 | 17.0
6_report | 581 | 0.000863 | 17.0
## power by group
group          leakage (nW)  switching [W]  internal [W]
clock                0.0276       0.000125      0.000268
sequential           0.0687     0.00000972      0.000346
combinational         0.175      0.0000395     0.0000754
## flip-flops by register name (all words and copies together), names as in the netlist
name,flops
q0,4
q1,4
## per-layer routing
layer	GRT usage, %	share of wire (%)	vias up
li1	-	-	133
met5	0	0	-
met3	1.82	14	0
met4	1.41	0	0
met1	2.40	47	117
met2	2.81	39	12
## cells in the final DEF (no fill, tap or decap)
cell                              instances
sky130_fd_sc_hd__and2b_1                  2
sky130_fd_sc_hd__buf_12                   1
sky130_fd_sc_hd__buf_4                    8
sky130_fd_sc_hd__clkbuf_4                 6
sky130_fd_sc_hd__clkdlybuf4s15_1          3
sky130_fd_sc_hd__dfxtp_2                  8
sky130_fd_sc_hd__dlygate4sd2_1            6
sky130_fd_sc_hd__ha_1                     1
sky130_fd_sc_hd__ha_4                     1
sky130_fd_sc_hd__mux2_4                   2
sky130_fd_sc_hd__nand3_1                  2
sky130_fd_sc_hd__nor2_1                   6
sky130_fd_sc_hd__nor2b_1                  2
sky130_fd_sc_hd__xnor2_1                  2
## cell families after synthesis
logic type    synth area share, %
xor+xnor                     5.83
fa+ha+maj                    8.33
buf+inv                      2.50
flops                        53.3
mux                          10.0
simple gates                 20.0
## what timing repair did
item                       4_1_cts  5_1_grt
buffers inserted                 1        1
gates resized                   17        4
setup endpoints to repair       10        5
No activity file was given, so power comes from the tool's default toggle rates.
